--- design/flow/run.sh ---
#!/bin/bash
# OpenROAD 26Q1-2900-gdf79404cd8, Yosys 0.63+post, stock flow scripts
make -C /OpenROAD-flow-scripts/flow DESIGN_CONFIG=/design/flow/config.mk WORK_HOME=/design/flow/orfs finish
--- design/flow/config.mk ---
export PLATFORM = sky130hd
export DESIGN_NAME = ASM
export DESIGN_NICKNAME = ASM
export VERILOG_FILES = /design/flow/design.v
export SDC_FILE = /design/flow/constraint.sdc
export NUM_CORES = 4
export LEC_CHECK = 1
export CORE_UTILIZATION = 40
--- design/flow/constraint.sdc ---
current_design ASM

set clk_period 4.9
set clk_io_pct 0.2

create_clock -name clk0 -period $clk_period [get_ports {clk}]

set non_clock_inputs [all_inputs -no_clocks]
set_input_delay [expr $clk_period * $clk_io_pct] -clock clk0 $non_clock_inputs
set_output_delay [expr $clk_period * $clk_io_pct] -clock clk0 [all_outputs]
--- design/flow/design.v ---
`timescale 1ns / 1ps
module binary_to_segment(
    input [4:0] binary_in,
    output reg [6:0] seven_out
    );
always @(binary_in)
begin
	case(binary_in)								 
		5'd0: seven_out =7'b0000001;			 
		5'd1: seven_out =7'b1001111;			 
		5'd2: seven_out =7'b0010010;			 
		5'd3: seven_out =7'b0000110;			 
		5'd4: seven_out =7'b1001100;
		5'd5: seven_out =7'b0100100;
    	5'd6: seven_out =7'b0100000;
		5'd7: seven_out =7'b0001111;
		5'd8: seven_out =7'b0000000;
		5'd9: seven_out =7'b0000100;
		5'd10: seven_out= 7'b0001000;			 
		5'd11: seven_out= 7'b1100000;			 
		5'd12: seven_out= 7'b0110001;			 
		5'd13: seven_out = 7'b1000010;        
		5'd14: seven_out = 7'b0110000;         
		5'd15: seven_out = 7'b0111000;         
		5'd16: seven_out = 7'b1110001;         
		5'd17: seven_out = 7'b1111110;         
		5'd18: seven_out = 7'b1111111;         
		5'd19: seven_out = 7'b0011000;         
		5'd20: seven_out = 7'b1101010;         
		5'd21: seven_out = 7'b1001000;         
		5'd22: seven_out = 7'b1000001;         
		5'd23: seven_out = 7'b0111001;         
		default: seven_out = 7'h1;
	endcase
end
endmodule
`timescale 1ns / 1ps
module clk_divider(
	input clk_in,
	input rst,
	input [27:0] toggle_value,
	output reg divided_clk
    );
reg[27:0] cnt;
always@(posedge clk_in or posedge rst)
begin
	if (rst==1) begin
		cnt <= 0;
		divided_clk <= 0;
	end
	else begin
		if (cnt==toggle_value) begin
			cnt <= 0;
			divided_clk <= ~divided_clk;
		end
		else begin
			cnt <= cnt +1;
			divided_clk <= divided_clk;		
		end
	end
end
endmodule
`timescale 1ns / 1ps
module debouncer(
	input 		clk,
	input 		rst,
	input 		noisy_in,  
	output reg 	clean_out  
    );
reg noisy_in_reg;
reg clean_out_tmp1;  
reg clean_out_tmp2;  
always@(posedge clk or posedge rst)
begin
	if (rst==1'b1) begin
		noisy_in_reg <= 0;
		clean_out_tmp1 <= 0;
		clean_out_tmp2 <= 0;
		clean_out <= 0;
	end
	else begin
		noisy_in_reg <= noisy_in;  
				clean_out_tmp1 <= noisy_in_reg;
			clean_out_tmp2 <= clean_out_tmp1;
			clean_out <= ~clean_out_tmp2 & clean_out_tmp1;  
	end
end
endmodule
`timescale 1ns / 1ps
module ASM (input clk,
    input rst,
    input clr,
    input ent,
    input change,
	output reg [5:0] led,
	output [3:0] AN,
	output [6:0] seven_out,
    input [3:0] sw,
	 output reg unlocked,
	 output reg changing); 
wire divided_clk;
reg [19:0] ssd;
reg [15:0] password; 
reg [15:0] inpassword;
reg [5:0] current_state;
reg [5:0] next_state;
reg [2:0] cnt;  
reg [4:0] timer_bd;  
reg [3:0] timer;  
reg [3:0] prev_sw;
reg [2:0] timer_out;  
reg [2:0] timer_out_blank;  
parameter IDLE = 6'b000000;  
parameter UNLOCKED = 6'b000010;  
parameter CHANGING = 6'b000011;  
parameter GETFIRSTDIGIT = 6'b000100;  
parameter GETSECONDIGIT = 6'b000101;  
parameter GETTHIRDDIGIT = 6'b000110;  
parameter GETFOURTHDIGIT = 6'b000111;  
parameter ILOVEEC311 = 6'b001000;  
parameter OUT = 6'b001001;  
parameter C=5'd12;  
parameter L=5'd16;  
parameter tire=5'd17; 
parameter blank=5'd18;
parameter d = 5'd13;
clk_divider slowerClk(clk, rst, 26'b10011000100101101000000000, divided_clk);  
clk_divider slowerClk_2Hz(clk, rst, 25'b1001100010010110100000000, divided_clk_2hz);  
	always @ (posedge divided_clk or posedge rst)
	begin
		if(rst==1)
		begin
			current_state<= IDLE;
		end
		else if (timer >= 4'd15)
		begin
		   current_state <= OUT;
		end
		else
		begin
			current_state<= next_state;
		end
	end
	always @ (posedge divided_clk)
	begin
	   if (rst | ent | clr | change | sw != prev_sw)
		begin
		   timer <= 0;
			prev_sw <= sw;
		end
		else
		begin
		   timer <= timer+1;
	   end
	end
	always @(posedge divided_clk_2hz)
	begin
	   if (current_state == OUT)
		begin
		   if (timer_out <= 2'd6)
			begin
		      timer_out <= timer_out + 1;
			end
			else
			begin
			   timer_out <= 0;
			end
		end
	end
	debouncer debounceEnt(clk, rst, ent, entClean);  
	always @(posedge clk)
	begin
	   if (sw == 4'b1111 & current_state != ILOVEEC311)
		begin
			if (entClean)
			begin
				cnt <= cnt +1;
			end
			else
			begin
				cnt <= cnt;
			end
		end
		else
		begin
		   cnt <= 0;
		end
	end
	always @(posedge divided_clk_2hz)
	begin
		if (current_state == ILOVEEC311)
		begin
			timer_bd <= timer_bd + 1;
		end
		else
		begin
			timer_bd <= 0;
		end
	end
	always @ (*)
	begin
		next_state <= current_state;
		if (cnt >= 6 & current_state != ILOVEEC311)
		begin
		   next_state <= ILOVEEC311;
		end
		else if (current_state == ILOVEEC311)
		begin
			if (timer_bd >= 15)
			begin
				next_state <= IDLE;
			end
		end
		else if(current_state == IDLE)
		begin
			if(ent == 1)
			begin
				next_state <= GETFIRSTDIGIT;
			end
			else
		   begin
				next_state <= current_state;
			end
		end
		else if(current_state == UNLOCKED)
		begin
		   if(ent == 1)
			begin
			    next_state <= GETFIRSTDIGIT;
			end
			else if (change == 1)
			begin
			    next_state <= CHANGING;
			end
		end
		else if(current_state == CHANGING)
		begin
		    next_state <= GETFIRSTDIGIT;
		end
		else if ( current_state == GETFIRSTDIGIT )
		begin
			 if (ent == 1)
			 begin
				next_state <= GETSECONDIGIT;
			 end
			 else if(clr == 1)
			 begin
				next_state <= GETFIRSTDIGIT;
			 end
			 else
			 begin
				next_state <= current_state;
			 end
		end
		else if ( current_state == GETSECONDIGIT )
		begin
			 if (ent == 1)
			 begin
				next_state <= GETTHIRDDIGIT;
			 end
			 else if(clr == 1)
			 begin
				next_state <= GETFIRSTDIGIT;
			 end
			 else
			 begin
				next_state <= current_state;
			 end
		end
		else if ( current_state == GETTHIRDDIGIT )
		begin
			 if (ent == 1)
			 begin
				next_state <= GETFOURTHDIGIT;
			 end
			 else if(clr == 1)
			 begin
				next_state <= GETFIRSTDIGIT;
			 end
			 else
			 begin
				next_state <= current_state;
			 end
		end
		else if ( current_state == GETFOURTHDIGIT)
		begin
			 if (ent == 1)
			 begin
				 if (unlocked == 0)
				 begin
					if (password == inpassword)
					begin
					  next_state <= UNLOCKED;
					end
					else
					begin
					  next_state <= IDLE;
					end
				 end
				 else
				 begin
					if (changing == 0)
					begin
						if (password == inpassword)
						begin
						  next_state <= IDLE;
						end
						else
						begin
						  next_state <= UNLOCKED;
						end
					end
					else
					begin
					  next_state <= UNLOCKED;
					end
				 end
			 end
			 else if(clr == 1)
			 begin
				next_state <= GETFIRSTDIGIT;
			 end
			 else
			 begin
				next_state <= current_state;
			 end
		end
	end
	always @ (posedge clk or posedge rst)
	begin
		if(rst)
		begin
			inpassword[15:0] <= 0;  
			password[15:0] <=0 ;
		end
		else if(clr)
		begin
		  inpassword[15:0] <= 0;
		end
		else if (cnt >= 6)
		begin
		   password <= 4'h3456;
		end
		else
		begin
			if(current_state == IDLE)
			begin
				unlocked <= 1'b0;		
		   end
			else if(current_state == GETFIRSTDIGIT)
			begin
				if(ent==1)
				begin
					inpassword[15:12]<=sw[3:0];  
				end
			end
			else if (current_state == GETSECONDIGIT)
			begin
				if(ent==1)
				begin
					inpassword[11:8]<=sw[3:0];  
				end
			end
			else if (current_state == GETTHIRDDIGIT)
			begin
				if(ent==1)
				begin
					inpassword[7:4]<=sw[3:0];  
				end
			end
			else if (current_state == GETFOURTHDIGIT)
			begin
				 if (ent == 1)
				 begin
				   inpassword[3:0]<=sw[3:0];
					if (changing == 1)
					begin
					   password <= inpassword;
					end
				 end
			end
			else if (current_state == UNLOCKED)
			begin
			    unlocked <= 1'b1;
				 changing <= 1'b0;
		   end
			else if (current_state == CHANGING)
			begin
			    changing <= 1'b1;
			end
		end
	end
	seven_segment sevenSEG(clk, ssd, AN, seven_out);
	always @(posedge clk)
	begin
	   led <= timer_bd;
		if (timer_out_blank == 3'b110)
		begin
			ssd <= { blank, blank, blank, blank};
		end
		if(current_state == IDLE)
		begin
		   ssd <= {C, L, 5'd5, d};	 
		end
		else if(current_state == GETFIRSTDIGIT)
		begin
		   ssd <= { 1'b0,sw[3:0], blank, blank, blank};	 
		end
		else if(current_state == GETSECONDIGIT)
		begin
		   ssd <= { tire , 1'b0,sw[3:0], blank, blank};	 
		end
		else if(current_state == GETTHIRDDIGIT)
		begin
		   ssd <= { tire, tire, 1'b0, sw[3:0], blank};	 
		end
		else if(current_state == GETFOURTHDIGIT)
		begin
		   ssd <= { tire, tire, tire, 1'b0,sw[3:0]};	 
		end
		else if(current_state == UNLOCKED)
		begin
		   ssd <= { 5'd0, 5'd19, 5'd14, 5'd20 };  
		end
		else if(current_state == CHANGING)
		begin
		   ssd <= { C, 5'd21, 5'd20, 5'd6 };  
		end
		else if (current_state == OUT & (timer_out % 2) == 0)
		begin
		   ssd <= { 5'd0, 5'd22, 5'd23, blank};  
			timer_out_blank <= timer_out_blank + 1;
	   end
		else if (current_state == OUT & (timer_out % 2) == 1)
		begin
		   ssd <= { blank, blank, blank, blank};  
	   end
		else if (current_state == ILOVEEC311 & timer_bd == 0)
		begin
			ssd <= { blank, blank, blank, blank};  
		end
		else if (current_state == ILOVEEC311 & timer_bd == 1)
		begin
			ssd <= { blank, blank, blank, 5'd1};  
		end
		else if (current_state == ILOVEEC311 & timer_bd == 2)
		begin
			ssd <= { blank, blank, 5'd1, blank};  
		end
		else if (current_state == ILOVEEC311 & timer_bd == 3)
		begin
			ssd <= { blank, 5'd1, blank, 5'd16};  
		end
		else if (current_state == ILOVEEC311 & timer_bd == 4)
		begin
			ssd <= { 5'd1, blank, 5'd16, 5'd0};  
		end
		else if (current_state == ILOVEEC311 & timer_bd == 5)
		begin
			ssd <= { blank, 5'd16, 5'd0, 5'd22};  
		end
		else if (current_state == ILOVEEC311 & timer_bd == 6)
		begin
			ssd <= { 5'd16, 5'd0, 5'd22, 5'd14};  
		end
		else if (current_state == ILOVEEC311 & timer_bd == 7)
		begin
			ssd <= { 5'd0, 5'd22, 5'd14, blank};  
		end
		else if (current_state == ILOVEEC311 & timer_bd == 8)
		begin
			ssd <= { 5'd22, 5'd14, blank, 5'd14};  
		end
		else if (current_state == ILOVEEC311 & timer_bd == 9)
		begin
			ssd <= { 5'd14, blank, 5'd14, 5'd12};  
		end
		else if (current_state == ILOVEEC311 & timer_bd == 10)
		begin
			ssd <= { blank, 5'd14, 5'd12, 5'd3};  
		end
		else if (current_state == ILOVEEC311 & timer_bd == 11)
		begin
			ssd <= {5'd14, 5'd12, 5'd3, 5'd1};  
		end
		else if (current_state == ILOVEEC311 & timer_bd == 12)
		begin
			ssd <= {5'd12, 5'd3, 5'd1, 5'd1};  
		end
		else if (current_state == ILOVEEC311 & timer_bd == 13)
		begin
			ssd <= {5'd3, 5'd1, 5'd1, blank};  
		end
		else if (current_state == ILOVEEC311 & timer_bd == 14)
		begin
			ssd <= {5'd1, 5'd1, blank, blank};  
		end
		else if (current_state == ILOVEEC311 & timer_bd == 15)
		begin
			ssd <= {5'd1, blank, blank, blank};  
		end
	end
endmodule
`timescale 1ns / 1ps
module seven_segment(
    input clk,
	 input [19:0] big_bin,
	 output reg [3:0] AN,
	 output reg [6:0] seven_out
    );
	reg [4:0] seven_in;
	reg [1:0] count;
	wire rst;  
	initial begin  
		AN = 4'b1110;
		seven_in = 0;
		count = 0;
	end
	wire [6:0] seven_out0;
	binary_to_segment disp0(big_bin[4:0],seven_out0);
	wire [6:0] seven_out1;
	binary_to_segment disp1(big_bin[9:5],seven_out1);
	wire [6:0] seven_out2;
	binary_to_segment disp2(big_bin[14:10],seven_out2);
	wire [6:0] seven_out3;
	binary_to_segment disp3(big_bin[19:15],seven_out3);
clk_divider slowerClk(clk, rst, 16'b1001110001000000, divided_clk);  
	always @(posedge divided_clk) begin
	count <= count + 1;
	case (count)
	 0: begin 
		AN <= 4'b1110;
		seven_out <= seven_out0;
	 end
	 1: begin 
		AN <= 4'b1101;
		seven_out <= seven_out1;	
	end
	2: begin 
		AN <= 4'b1011;
		seven_out <= seven_out2;			
	end
	3: begin 
		AN <= 4'b0111;
		seven_out <= seven_out3;
	end
	endcase
end
endmodule
==> Slide: Implementation Results <==
Physical Implementation Snapshot

Status
  • Outcome: finished clean

Route
  • Antenna Cells: 0
  • Vias: ~3700
  • Antenna-violating nets left: 0
  • WL final: 9990 um
  • Post-DR wirelength/cell: approximately 14 um
  • DRT iter0 DRCs: roughly 250
  • DRC errors left: 0
  • 1st-pass router iterations: 4
  • DR vias/cell: between 4 and 5

Finish
  • Share of cells above drive strength 1: 0.0912
  • Multi-input gate area: ~0.0025 mm2
  • Sequential Area: just over 0.003 mm2
  • Area delta synth->final: 10.5%
  • Top Registers: slowerClk.cnt: 28 flops, slowerClk_2Hz.cnt: 28 flops
  • Utilization after layout: 0.455
  • Filler instances: around 1200

Worst setup path
  • Worst path arrival time: roughly 3.1 ns
  • Crit Path Max Fanout: 16
  • Required time worst endpoint: 5.20 ns
  • Crit. End Element: register
  • CP Class: input pin to register
  • R2r worst-path depth: 4
  • CP startpoint kind: input pin

Power
  • Tot Pwr: 1.65 mW
  • Logic pwr share: 0.043
  • Sequential Power Share: 0.536
  • Sw Ratio: 0.237
  • Max VDD drop: about 0.14 mV
  • Clock Power Share: 0.420
  • Psw: just under 0.4 mW
  • Leakage: roughly 2.8 nW
  • Internal power: 1.26 mW
  • Pwr/cell area: 260 mW/mm2

Final timing
  • Clock skew: ~0.013 ns
  • RSZ-0062 raised after global routing: no
  • Worst Max-Slew Pin Slew: 0.825 ns
  • Final setup viols: 0
  • Period minus WS final: 2.77 ns
  • Max transition margin: 0.445
  • Setup ws final: around 2.1 ns
  • Achievable Freq: 361 MHz
  • Setup TNS: 0 ns
  • Final period util: 0.566
  • Final Hold Viols: 0
  • Final Slew Violations: 0
  • Number of unconstrained endpoints: 33
  • Register pins left without a clock: 22

Min path
  • Worst hold-check path type: register to register
  • Hold path depth: 0

Global routing
  • Total track usage: 0.152
  • Vias in the first global route: 3555
  • Pin count of the biggest net entering global routing: around 46
  • GRT Residual Overflow: 0
  • First-pass GRT wire length: between 15000 and 20000 um
  • Initial antenna violation count: 0

Synth
  • Post-synth regs: between 100 and 150
  • Mapped Cells: ~540
  • Yosys cell types: between 40 and 50
  • Number of synthesized flops with an enable pin: 6
  • Count leader, synth: dfrtp_1
  • Register area share after synthesis: 0.540
  • Dominant flop cell: dfrtp_1
  • Synth warn: 11
  • Chip area line of the yosys report: 0.00574 mm2
  • Yosys cell count: 537
  • Ys async rst share: 0.817
  • Synth top area share: 0.445
  • Yosys top cell by area: dfrtp_1
  • Main area contributors after synthesis: dfrtp_1, xnor2_1, dfxtp_1, nand2_1, xor2_1
  • Syn Area/Cell: around 11 um2
  • Commonest cells post-synth: dfrtp_1, nand2_1, xnor2_1, nor2_1, nand3_1
  • Post-synthesis cell area: roughly 0.0057 mm2

Floorplanning
  • Boundary pin count: 28
  • Std-Cell Rows: 43
  • Die width: ~120 um
  • FP Core Util: 0.412
  • Core Box Area: between 0.01 and 0.015 mm2
  • Die Y: 122 um
  • Die Area: 0.0148 mm2

Clocking
  • CTS H-Tree Depth: 3
  • Post-CTS resize count: 0
  • Skew-Pair Late Insertion Delay: ~0.36 ns
  • Root Buffer: clkbuf_16
  • CTS clk-pin slew, worst paths: 0.08 ns
  • Hold_buf cts: 0
  • CTS tree: done
  • Post-CTS Setup Bufs: 0
  • Clock buffer depth: 2
  • Number of buffers created by CTS: 9

Placed design
  • GPL Wtd Cong: around 0.85
  • Dpl ws: 1.79 ns
  • PortBufs: 15
  • DP HPWL: between 6000 and 7000 um

Job
  • OpenROAD warnings: 27
  • Max Cap Viol: 0
-- final cells by class --
| type | instances | share of cell area |
|---|---|---|
| clock buffer | 9 | 0.0355 |
| clock inverter | 7 | 0.0101 |
| inverter | 15 | 0.00927 |
| multi-input combinational | 383 | 0.393 |
| sequential | 126 | 0.489 |
| tap | 180 | 0.0355 |
| timing repair buffer | 19 | 0.0284 |
-- stage by stage --
stage          instance area [um2]  hold slack [ns]  instances
6_report                      6340            0.372        739
5_1_grt                       6340            0.400        739
4_1_cts                       6340            0.373        739
3_5_place_dp                  6050            0.364        723
3_3_place_gp                  6050            0.359        723
2_1_floorplan                 5780            0.331        547
-- power by group through the flow --
| stage | clock network (mW) | logic [mW] | registers, mW |
|---|---|---|---|
| 4_1_cts | 0.715 | 0.0735 | 0.884 |
| 5_1_grt | 0.754 | 0.0813 | 0.886 |
| 6_report | 0.693 | 0.0712 | 0.884 |
-- cells in the final DEF, fill, tap and decap left out, drive strengths merged, types with 2 or more instances in the layout --
cell	Yosys	layout
a21o	3	3
a21oi	8	8
a22oi	3	3
a31oi	2	2
and2	8	8
and3	5	5
and4	6	6
buf	19	4
clkbuf	4	9
clkdlybuf4s50	0	15
clkinv	0	3
conb	2	12
dfrtp	102	102
dfxtp	17	17
edfxtp	6	6
ha	8	8
inv	15	18
mux2	13	13
mux2i	3	3
nand2	63	63
nand2b	3	3
nand3	43	43
nand4	24	24
nor2	50	50
nor2b	10	10
nor3	6	6
nor3b	3	3
nor4	14	14
nor4b	5	5
o21ai	4	4
or2	2	2
xnor2	56	56
xor2	23	23
-- metal layers --
metal,part of all wire,vias to the layer above,routed length [um],GRT usage
met5,0,-,0,0
met4,0.014,0,144,0.0170
met3,0.044,12,441,0.0353
met2,0.44,47,4400,0.231
met1,0.50,1782,5010,0.237
li1,-,1846,-,-
-- final timing paths --
path	startpoint	endpoint	slack [ns]
max	ent	password[2]	2.13
min	debounceEnt.clean_out_tmp1	debounceEnt.clean_out_tmp2	0.37
max reg2reg	cnt[1]	password[2]	2.92
min reg2reg	debounceEnt.clean_out_tmp1	debounceEnt.clean_out_tmp2	0.37
max in group asynchronous	rst	debounceEnt.clean_out	2.97
min in group asynchronous	rst	password[8]	1.11
-- worst max-delay path, cell delays in order --
cell             delay [ns]
clkdlybuf4s50_1        0.75
nor3b_1                0.23
nand4_1                0.16
a21oi_2                0.64
o21ai_0                0.19
nand2_1                0.11
-- kinds of logic after synthesis --
kind of cell	after synthesis	synth area share
AND-OR/OR-AND	24	0.0268
XOR/XNOR	79	0.121
adder cells (fa/ha/maj)	8	0.0174
buffers and inverters	38	0.0340
flip-flops	126	0.540
multiplexers	16	0.0307
other	2	0.00131
AND/OR/NAND/NOR	244	0.229
Power is estimated from default activity; no workload was simulated.
